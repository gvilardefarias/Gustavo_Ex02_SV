==> /design/flow/design.v <==
module Registrador(input Clock, input[3:0] Entrada, output logic[3:0] Saida);
    always_ff @(posedge Clock)
        Saida <= Entrada;
endmodule
module UpDownCount(input Swap, Enable, Clock, output logic[3:0] DownCountS, UpCountS);
    logic[3:0] DownCountE, UpCountE;
    Registrador DownCount(.Clock(Clock), .Entrada(DownCountE), .Saida(DownCountS)),
                UpCount(.Clock(Clock), .Entrada(UpCountE), .Saida(UpCountS));
    always_comb
        if(Enable)
            if(Swap) begin
                DownCountE = UpCountS;
                UpCountE = DownCountS;
            end
            else begin
                DownCountE = DownCountS - 4'd1;
                UpCountE = UpCountS + 4'd1;
            end
        else begin
            DownCountE = DownCountS;
            UpCountE = UpCountS;
        end
endmodule
==> /design/flow/run.sh <==
#!/bin/bash
# OpenROAD 26Q1-2900-gdf79404cd8, Yosys 0.63+post, stock flow scripts
make -C /OpenROAD-flow-scripts/flow DESIGN_CONFIG=/design/flow/config.mk WORK_HOME=/design/flow/orfs finish
==> /design/flow/config.mk <==
export PLATFORM = sky130hd
export DESIGN_NAME = UpDownCount
export DESIGN_NICKNAME = UpDownCount
export VERILOG_FILES = /design/flow/design.v
export SDC_FILE = /design/flow/constraint.sdc
export NUM_CORES = 4
export LEC_CHECK = 1
export CORE_AREA = 10 10 70 70
export DIE_AREA = 0 0 80 80
==> /design/flow/constraint.sdc <==
current_design UpDownCount

set clk_period 1.9
set clk_io_pct 0.2

create_clock -name clk0 -period $clk_period [get_ports {Clock}]

set non_clock_inputs [all_inputs -no_clocks]
set_input_delay [expr $clk_period * $clk_io_pct] -clock clk0 $non_clock_inputs
set_output_delay [expr $clk_period * $clk_io_pct] -clock clk0 [all_outputs]
==> flow_summary.html <==
<h3>Flow metrics</h3>
<table>
<tr><th>Metric</th><th>Value</th></tr>
<tr><th colspan="2">Run status</th></tr>
<tr><td>Run status</td><td>finished, final reports clean</td></tr>
<tr><th colspan="2">Floorplan</th></tr>
<tr><td>Chip Footprint</td><td>between 0.006 and 0.007 mm²</td></tr>
<tr><td># IOs</td><td>11</td></tr>
<tr><td>Floorplan-stage core utilization</td><td>12.1%</td></tr>
<tr><td>Chip height</td><td>80 µm</td></tr>
<tr><td>Die X</td><td>80 µm</td></tr>
<tr><td>Core Region</td><td>around 0.0034 mm²</td></tr>
<tr><td>Row count</td><td>21</td></tr>
<tr><th colspan="2">Yosys</th></tr>
<tr><td>Cell with the most instances after synthesis</td><td>edfxtp_1</td></tr>
<tr><td>Synthesis-stage register bit count</td><td>8</td></tr>
<tr><td>Post-synthesis cell type with the largest combined area</td><td>edfxtp_1</td></tr>
<tr><td>EDFF count, synth</td><td>8</td></tr>
<tr><td>Post-synthesis cell area</td><td>approximately 410 µm²</td></tr>
<tr><td>Synth Flop Type</td><td>edfxtp_1</td></tr>
<tr><td>Dominant cells by area after synthesis</td><td>edfxtp_1 58%, mux2_2 8.2%, ha_1 6.1%, o21ai_0 4.8%, xnor2_1 4.2%</td></tr>
<tr><td>Synth Instances</td><td>32</td></tr>
<tr><td>Area leader share</td><td>between 50% and 60%</td></tr>
<tr><td>Chip area in the Yosys report</td><td>413 µm²</td></tr>
<tr><td>Distinct cell type count of the synthesized netlist</td><td>12</td></tr>
<tr><td>Cell count in the Yosys report</td><td>32</td></tr>
<tr><td>Mean cell area of the mapped netlist</td><td>roughly 13 µm²</td></tr>
<tr><td>Ys async rst share</td><td>0%</td></tr>
<tr><td>Most numerous cell types in the synthesized netlist</td><td>8 x edfxtp_1, 4 x nand2_1, 4 x o21ai_0</td></tr>
<tr><td>Share of synthesized area occupied by flip-flops and latches</td><td>approximately 58%</td></tr>
<tr><td>Count of warnings emitted by yosys</td><td>2</td></tr>
<tr><th colspan="2">Timing</th></tr>
<tr><td>Final slew viol count</td><td>0</td></tr>
<tr><td>Count of endpoints failing hold in the final timing report</td><td>0</td></tr>
<tr><td>Period minus WS final</td><td>~1.6 ns</td></tr>
<tr><td>Total Negative Setup Slacks</td><td>0 ns</td></tr>
<tr><td>Achievable Freq</td><td>approximately 0.64 GHz</td></tr>
<tr><td>Final worst-path cycle share</td><td>slightly above 80%</td></tr>
<tr><td>Final-report setup violation count</td><td>0</td></tr>
<tr><td>RSZ-0062 raised after global routing</td><td>no</td></tr>
<tr><td>Least-Margin Pin Slew</td><td>0.390 ns</td></tr>
<tr><td>Relative slew slack</td><td>about three quarters</td></tr>
<tr><td>Max Clock Skew</td><td>approximately 0.0014 ns</td></tr>
<tr><th colspan="2">Layout</th></tr>
<tr><td>Area growth, synth to finish</td><td>41.8%</td></tr>
<tr><td>Fraction of layout cells with a size suffix above 1</td><td>15.9%</td></tr>
<tr><td>Summed area of non-filler cells in the final layout</td><td>between 500 and 600 µm²</td></tr>
<tr><td>Fill cell instance count of the final layout</td><td>400</td></tr>
<tr><th colspan="2">Critical path</th></tr>
<tr><td>Largest delay share family, worst path</td><td>buffers and inverters</td></tr>
<tr><td>Number of buffers and inverters on the critical path</td><td>1</td></tr>
<tr><td>Critical Path, Cell by Cell</td><td>clkdlybuf4s50_1</td></tr>
<tr><td>Start-to-end type of the worst setup path</td><td>reg -&gt; out</td></tr>
<tr><td>WP data arrival</td><td>between 1 and 1.5 ns</td></tr>
<tr><td>Critical path required time</td><td>1.52 ns</td></tr>
<tr><td>Worst path max stage delay</td><td>0.51 ns</td></tr>
<tr><td>Worst setup path startpoint</td><td>DownCount.Saida[2]</td></tr>
<tr><td>Reg2Reg Launch Point</td><td>UpCount.Saida[0]</td></tr>
<tr><td>Worst Setup Start Kind</td><td>register</td></tr>
<tr><td>Slowest cell on crit path</td><td>clkdlybuf4s50_1</td></tr>
<tr><td>CP Max Fanout</td><td>4</td></tr>
<tr><td>Element type at the critical path end</td><td>output port</td></tr>
<tr><th colspan="2">Global route</th></tr>
<tr><td>Remaining global-route overflow</td><td>0</td></tr>
<tr><td>Number of global-route vias before repair</td><td>approximately 270</td></tr>
<tr><td>Antenna violations before repair</td><td>0</td></tr>
<tr><td>Overall fraction of global-route tracks in use</td><td>3.00%</td></tr>
<tr><td>First-pass GRT wire length</td><td>about 1.4 mm</td></tr>
<tr><td>Largest net degree at the start of global routing</td><td>13</td></tr>
<tr><th colspan="2">Route</th></tr>
<tr><td>Detailed Routing Iterations Pass 1</td><td>2</td></tr>
<tr><td>Vias after detailed routing</td><td>277</td></tr>
<tr><td>Number of inserted diodes</td><td>0</td></tr>
<tr><td>Vias per std cell</td><td>between 3 and 4</td></tr>
<tr><td>Antenna-violating nets left</td><td>0</td></tr>
<tr><td>Total wire length</td><td>901 µm</td></tr>
<tr><td>Drt drc</td><td>0</td></tr>
<tr><td>First DRT Iteration DRCs</td><td>18</td></tr>
<tr><td>WL per Instance</td><td>between 10 and 15 µm</td></tr>
<tr><th colspan="2">Clocking</th></tr>
<tr><td>Clock-pin slew on the worst setup and hold paths</td><td>0.05 ns</td></tr>
<tr><td>Clock Tree Root</td><td>clkbuf_4</td></tr>
<tr><td>Deepest clock path buffer count</td><td>2</td></tr>
<tr><td>Count of cells resized by post-cts repair</td><td>0</td></tr>
<tr><td>Insertion delay of the later-clocked pin in the worst-skew pair</td><td>0.25 ns</td></tr>
<tr><td>Number of buffers created by CTS</td><td>3</td></tr>
<tr><td>Count of hold-fix buffers inserted at cts</td><td>0</td></tr>
<tr><td>Post-CTS Setup Bufs</td><td>0</td></tr>
<tr><td>Number of clock sinks</td><td>8</td></tr>
<tr><td>H-Tree Level Count</td><td>1</td></tr>
<tr><td>TritonCTS clock tree</td><td>done</td></tr>
<tr><th colspan="2">Power</th></tr>
<tr><td>Leak Pwr</td><td>0.210 nW</td></tr>
<tr><td>Pwr dens</td><td>between 700 and 800 mW/mm²</td></tr>
<tr><td>Peak VDD IR</td><td>between 0.0004 and 0.0005 V</td></tr>
<tr><td>Power Total</td><td>0.448 mW</td></tr>
<tr><th colspan="2">Flow run</th></tr>
<tr><td>Max cap viols</td><td>0</td></tr>
<tr><td>Stage-log warning count</td><td>25</td></tr>
<tr><th colspan="2">Min path</th></tr>
<tr><td>Hold/Removal Path Class</td><td>reg -&gt; reg</td></tr>
<tr><td>Hold path startpoint</td><td>DownCount.Saida[3]</td></tr>
<tr><th colspan="2">Place</th></tr>
<tr><td>Routability congestion estimate</td><td>about 0.77</td></tr>
<tr><td>Detailed-placement wirelength estimate</td><td>between 700 and 800 µm</td></tr>
<tr><td>IO buf count</td><td>10</td></tr>
<tr><td>Placed instance area</td><td>563 µm²</td></tr>
</table>
## sequential cells by signal, summed over array words and instances, names as in the netlist
signal	flops
UpCount.Saida	4
DownCount.Saida	4
## routing by layer
metal / share of wire, % / wire length [µm] / GRT usage (%)
met2: 45 / 401 / 4.25
met4: 0 / 0 / 0
met1: 45 / 406 / 3.77
met3: 10 / 93 / 2.27
met5: 0 / 0 / 0
## cells in the final DEF (no fill, tap or decap)
cell type,synthesis,final
clkbuf_4,0,3
clkdlybuf4s50_1,0,10
edfxtp_1,8,8
ha_1,2,2
inv_1,3,3
mux2_2,3,3
mux2i_1,1,1
nand2_1,4,4
nand3_1,1,1
nor3_2,1,1
o21ai_0,4,4
xnor2_1,2,2
xor2_1,2,2
## where the power goes
group,total (mW),switching [mW],internal [mW]
registers,0.243,0.0218,0.221
clock network,0.123,0.0511,0.0718
logic,0.0824,0.0267,0.0557
## cells by family after synthesis
logic type / count (synthesis) / synth area share, %
DFF: 8 / 58.2
and+or+nand+nor: 6 / 7.27
AOI/OAI and AO/OA: 4 / 4.85
xor gates and xnor gates: 4 / 8.49
buffers and inverters: 4 / 4.55
muxes: 4 / 10.6
adders and majority gates: 2 / 6.06
## worst min-delay path, stage by stage (launching register included)
cell,delay [ns]
edfxtp_1,0.40
nand2_1,0.06
o21ai_0,0.06
## through the flow
stage	setup slack (ns)	utilization [%]	hold WS (ns)	instances
finish	0.347	17.1	0.641	90
floorplan	0.712	-	0.492	32
CTS	0.314	17.1	0.646	90
global placement	0.176	16.5	0.620	87
detailed placement	0.167	16.5	0.633	87
global route	0.272	17.1	0.694	90
## area by class of cell
class	count	area, µm²	share of cell area (%)
flip-flops and latches	8	240	41.0
multi-input cells	20	154	26.3
repair buffers	10	100	17.1
well taps	46	57.6	9.83
clock buffers	3	22.5	3.85
inverters	3	11.3	1.92
## worst paths after layout
kind | slack, ns | cells past startpoint | endpoint
min | 0.64 | 2 | UpCount.Saida[3]
min reg2reg | 0.64 | 2 | UpCount.Saida[3]
max | 0.35 | 1 | DownCountS[2]
max reg2reg | 0.64 | 2 | UpCount.Saida[1]
Power figures rest on the tool's default switching activity, not on a simulated workload.
