### flow/design.v
module ContadorDescida(input Clock, output logic[12:0] Saida);
    always_ff @(negedge Clock) begin
        if(Saida == 13'd4599)
            Saida <= 13'd0;
        else
            Saida <= Saida + 13'd1;
    end
endmodule
### flow/run.sh
#!/bin/bash
# OpenROAD 26Q1-2900-gdf79404cd8, Yosys 0.63+post, stock flow scripts
make -C /OpenROAD-flow-scripts/flow DESIGN_CONFIG=/design/flow/config.mk WORK_HOME=/design/flow/orfs finish
### flow/config.mk
export PLATFORM = sky130hd
export DESIGN_NAME = ContadorDescida
export DESIGN_NICKNAME = ContadorDescida
export VERILOG_FILES = /design/flow/design.v
export SDC_FILE = /design/flow/constraint.sdc
export NUM_CORES = 4
export LEC_CHECK = 1
export CORE_AREA = 10 10 74 74
export DIE_AREA = 0 0 84 84
### flow/constraint.sdc
current_design ContadorDescida

set clk_period 2.6
set clk_io_pct 0.2

create_clock -name clk0 -period $clk_period [get_ports {Clock}]

set non_clock_inputs [all_inputs -no_clocks]
set_input_delay [expr $clk_period * $clk_io_pct] -clock clk0 $non_clock_inputs
set_output_delay [expr $clk_period * $clk_io_pct] -clock clk0 [all_outputs]
==> metrics.yaml <==
status:
  status: "complete, no violations"
critical_path:
  path_depth: 1
  crit_family: "flip-flops"
  crit_required_ns: 2.08
  critPathMaxStageDelay_ns: 0.31
  crit_path_end_kind: "primary output"
  critPathLaunchType: "register"
  slowest_stage: "dfxtp_2"
  r2r.worst_path.cells: 6
  path_cells: "buf_2"
  path_max_fanout: 2
  arrival_ns: 2.03
  critPathBufInv: 1
  critPathKind: "reg2out"
yosys:
  synthCells: 60
  synth.top_cell.area_share: 0.4532
  synthesis.area_um2: 574.3
  yosys_cells: 60
  synth_area_per_cell_um2: 9.572
  ys.flops: 13
  ys_warn_count: 1
  ys_types: 24
  topCellsByArea: "dfxtp_1 45%, xor2_1 9.2%, nor2_1 5.2%"
  synth_seq_share: 0.4532
  yosysChipArea_um2: 574.3
  synth.largest_area_cell: "dfxtp_1"
global_route:
  grt_usage: 0.04244
  grt_pass1_vias: 567
  antenna_found_initial: 0
  grt_max_degree: 9
  grt-ovfl-total: 0
  grt_pass1_wl_mm: 2.566
clocking:
  tritoncts: "built"
  cts_made_buffers: 3
  root_buffer: "clkbuf_8"
  htree_levels: 1
  clkSinkCount: 13
  path_clk_slew_ns: 0.04
  clockBufferDepth: 2
  clock_insertion_delay_worst_skew_ns: 0.32
die:
  fp_util: 0.1446
  core_area_um2: 3971
  fp.dieW_um: 84
  die_h_um: 84
  fp.dieArea_um2: 7056
  pin_count: 14
  core.rowCount: 23
route:
  drt_iter0_drc: 50
  drc: 0
  vias_per_cell: 3.819
  via_count: 592
  dr.pass1.iters: 3
  wire_per_inst_um: 9.871
  drt_wl_total_mm: 1.530
  drtAntennaViolNets: 0
  num_antenna_cells: 0
sta:
  finalSetupViolations: 0
  finalMaxSlewViolations: 0
  skew_ns: 0.01119
  rsz0062_at_grt: "no"
  slew_headroom: 0.7832
  hold_viol: 0
  worstMarginPinSlew_ns: 0.3228
  tns_ns: 0
final_layout:
  reg.largest.list: "Saida x13"
  layout-drive-gt1-share: 0.4857
  final_area_um2: 954.7
  largest_register_ffs: 13
  regMostFlops: "Saida"
  area_delta_synth_final_pct: 66.23
  utilization: 0.2404
power_and_ir_drop:
  cellPowerDensity_nw_per_um2: 587.5
  ir_worst_vdd_v: 0.0002181
  power.leakage_uw: 0.0005140
run:
  warnings: 38
  cap_violations: 0
placed_design:
  io_buffer_count: 13
  dp_hpwl_mm: 1.088
  place_congestion: 0.7400
  place_area_um2: 864.6
min_path:
  min-delay-path-class: "reg2reg"
  whs_path_depth: 2
==> area by class of cell <==
type / instances / area [µm²]
repair buffers: 29 / 185.2
well taps: 50 / 62.56
clock inverters: 14 / 78.83
flip-flops and latches: 13 / 276.5
fillers: 425 / 3017
multi-input cells: 46 / 310.3
clock buffers: 3 / 41.29
==> logic make-up (layout without fill, tap and decap cells) <==
group                    count (synthesis)  after routing  synth area share
adder cells (fa/ha/maj)                  1              1           0.02178
flip-flops                              13             13            0.4532
AND/OR/NAND/NOR                         31             31            0.3203
AND-OR/OR-AND                            7              7           0.09150
XOR/XNOR                                 7              7            0.1068
buffers and inverters                    1             46          0.006530
==> synth_stat cells, drive strengths merged <==
library cell / n
and4: 2
inv: 1
nand2: 7
o21ai: 1
nand4bb: 1
a21o: 1
xor2: 6
nor2b: 1
nor3: 3
ha: 1
a22o: 1
nand4: 2
a211o: 2
nor2: 8
o21bai: 1
and2: 1
xnor2: 1
nor4: 2
dfxtp: 13
a21oi: 1
nand3: 4
==> worst paths after layout <==
| path | startpoint | endpoint | slack, ns |
|---|---|---|---|
| worst min-delay path | Saida[0]$_SDFF_NN0_ | Saida[0]$_SDFF_NN0_ | 0.51 |
| worst min register to register | Saida[0]$_SDFF_NN0_ | Saida[0]$_SDFF_NN0_ | 0.51 |
| worst max-delay path | Saida[4]$_SDFF_NN0_ | Saida[4] | 0.05 |
| worst max register to register | Saida[0]$_SDFF_NN0_ | Saida[6]$_SDFF_NN0_ | 1.01 |
==> layer usage <==
layer  vias up  global-route usage  part of all wire
met5         -                   0                 0
met4         0             0.01522                 0
met3         0             0.03150             0.050
met1       280             0.04734              0.47
met2         7             0.06063              0.48
li1        305                   -                 -
==> tightest hold or removal path, delay by kind of cell (launching register included) <==
| kind | cells | cell delay [ns] |
|---|---|---|
| flops | 1 | 0.32 |
| simple gates | 1 | 0.04 |
| buf+inv | 1 | 0.11 |
==> what timing repair did <==
item	CTS	global route
endpoints found under the setup margin	13	1
buffers inserted	2	1
hold endpoints to repair	0	0
pin swaps	0	0
resized	52	0
hold buffers	0	0
==> power breakdown <==
group	switching, µW	leakage [µW]	internal, µW	total (µW)
clock network	128	0.000105	232	360
logic	0	0.000298	0	0.000298
registers	0	0.000111	201	201
total	128	0.000514	432	561
==> cell usage in the layout (no fill, tap or decap) <==
| cell | n |
|---|---|
| a211o_1 | 1 |
| xnor2_1 | 1 |
| nor4_1 | 1 |
| xor2_1 | 6 |
| nand2_1 | 7 |
| nand3_2 | 1 |
| dfxtp_2 | 13 |
| nand4bb_2 | 1 |
| a211o_2 | 1 |
| nand3_1 | 3 |
| buf_4 | 16 |
| bufinv_16 | 1 |
| inv_1 | 13 |
| o21ai_0 | 1 |
| nor4_4 | 1 |
| buf_2 | 13 |
| nand4_1 | 2 |
| a21oi_1 | 1 |
| ha_1 | 1 |
| a21o_1 | 1 |
| nor3_1 | 3 |
| nor2_1 | 8 |
| and4_1 | 2 |
| a22o_1 | 1 |
| clkbuf_8 | 3 |
| and2_2 | 1 |
| o21bai_1 | 1 |
| nor2b_1 | 1 |
==> metrics by stage <==
| stage | cells | power, µW | setup slack, ns | hold WS, ns |
|---|---|---|---|---|
| finish | 155 | 560.9 | 0.04920 | 0.5098 |
| global route | 155 | 603.7 | 0.006591 | 0.5277 |
| CTS | 154 | 574.9 | 0.03599 | 0.5097 |
| detailed placement | 136 | 236.6 | -0.02219 | 0.5234 |
| global placement | 136 | 236.6 | -0.02715 | 0.5232 |
| floorplan | 60 | 236.6 | 0.3873 | 0.4264 |
No activity file was given, so power comes from the tool's default toggle rates.
